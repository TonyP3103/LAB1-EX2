==> /design/flow/design.v <==
module ex2 ( input logic clk,rst,c_in,
				input logic [7:0] a,
				output logic carry_out,ovr,
				output logic [7:0] out);
 logic [7:0] a_ff;
 logic [7:0] f_ff;
 logic c_out,overflow;
 always_ff @(posedge clk) begin
 if (!rst)
	out <= 8'b00000000;
else 
	out <= f_ff;
	end 
 always_ff @(posedge clk) begin 
  a_ff <= a;
  carry_out <= c_out;
  ovr <= overflow;
  end
overflow2 ovrfl (.a(a_ff),.b(out),.c_in(c_in),.sum(f_ff),.v(overflow), .c_out(c_out));
endmodule
module overflow2 (
		input logic [7:0] a,b,c_in,
		output logic [7:0] c_out, sum,
		output logic v,c);
adder add0 (.a(a[0]),.b(b[0]^ c_in),.c_in(c_in),.c_out(c_out[0]),.sum(sum[0]));
adder add1 (.a(a[1]),.b(b[1]^ c_in),.c_in(c_out[0]),.c_out(c_out[1]),.sum(sum[1]));
adder add2 (.a(a[2]),.b(b[2]^ c_in),.c_in(c_out[1]),.c_out(c_out[2]),.sum(sum[2]));
adder add3 (.a(a[3]),.b(b[3]^ c_in),.c_in(c_out[2]),.c_out(c_out[3]),.sum(sum[3]));
adder add4 (.a(a[4]),.b(b[4]^ c_in),.c_in(c_out[3]),.c_out(c_out[4]),.sum(sum[4]));
adder add5 (.a(a[5]),.b(b[5]^ c_in),.c_in(c_out[4]),.c_out(c_out[5]),.sum(sum[5]));
adder add6 (.a(a[6]),.b(b[6]^ c_in),.c_in(c_out[5]),.c_out(c_out[6]),.sum(sum[6]));
adder add7 (.a(a[7]),.b(b[7]^ c_in),.c_in(c_out[6]),.c_out(c_out[7]),.sum(sum[7]));
		assign v = c_out[6] ^ c_out[7];
		assign c = c_out[7];
		endmodule
module adder (	
	input logic a,b,c_in,
	output logic c_out, sum);
		assign c_out = (a & b)  | (a ^ b ) & c_in;
		assign sum = a ^ b ^ c_in;
	endmodule 
module wrapper ( 
						input logic [8:0] SW,
						input logic [1:0] KEY,
						output logic [9:0] LEDR,
						output logic [6:0] HEX0,HEX1,HEX2,HEX3);
ex2 wrapp (.clk(KEY[1]),.rst(KEY[0]),.a(SW),.out(LEDR[7:0]),.carry_out(LEDR[8]),.ovr(LEDR[9]),.c_in(SW[8]));
always_comb begin
case (SW[3:0])
	    4'b0000: HEX0 = 7'b1000000; 
	    4'b0001: HEX0 = 7'b1111001; 
	    4'b0010: HEX0 = 7'b0100100; 
	    4'b0011: HEX0 = 7'b0110000; 
	    4'b0100: HEX0 = 7'b0011001; 
	    4'b0101: HEX0 = 7'b0010010; 
	    4'b0110: HEX0 = 7'b0000010; 
	    4'b0111: HEX0 = 7'b1111000; 
	    4'b1000: HEX0 = 7'b0000000; 
	    4'b1001: HEX0 = 7'b0010000; 
	   4'b1010: HEX0 = 7'b0001000;
		4'b1011: HEX0 = 7'b0000011;
		4'b1100: HEX0 = 7'b1000110;
		4'b1101: HEX0 = 7'b0100001;
		4'b1110: HEX0 = 7'b0000110;
		4'b1111: HEX0 = 7'b0001110;
	endcase 
case (SW[7:4])
	    4'b0000: HEX1 = 7'b1000000; 
	    4'b0001: HEX1 = 7'b1111001; 
	    4'b0010: HEX1 = 7'b0100100; 
	    4'b0011: HEX1 = 7'b0110000; 
	    4'b0100: HEX1 = 7'b0011001; 
	    4'b0101: HEX1 = 7'b0010010; 
	    4'b0110: HEX1 = 7'b0000010; 
	    4'b0111: HEX1 = 7'b1111000; 
	    4'b1000: HEX1 = 7'b0000000; 
	    4'b1001: HEX1 = 7'b0010000; 
	 4'b1010: HEX1 = 7'b0001000;
		4'b1011: HEX1 = 7'b0000011;
		4'b1100: HEX1 = 7'b1000110;
		4'b1101: HEX1 = 7'b0100001;
		4'b1110: HEX1 = 7'b0000110;
		4'b1111: HEX1 = 7'b0001110;
	endcase
case (LEDR[3:0])
	    4'b0000: HEX2 = 7'b1000000; 
	    4'b0001: HEX2 = 7'b1111001; 
	    4'b0010: HEX2 = 7'b0100100; 
	    4'b0011: HEX2 = 7'b0110000; 
	    4'b0100: HEX2 = 7'b0011001; 
	    4'b0101: HEX2 = 7'b0010010; 
	    4'b0110: HEX2 = 7'b0000010; 
	    4'b0111: HEX2 = 7'b1111000; 
	    4'b1000: HEX2 = 7'b0000000; 
	    4'b1001: HEX2 = 7'b0010000; 
	  4'b1010: HEX2 = 7'b0001000;
		4'b1011: HEX2 = 7'b0000011;
		4'b1100: HEX2 = 7'b1000110;
		4'b1101: HEX2 = 7'b0100001;
		4'b1110: HEX2 = 7'b0000110;
		4'b1111: HEX2 = 7'b0001110;
	endcase 
case (LEDR[7:4])
	    4'b0000: HEX3 = 7'b1000000; 
	    4'b0001: HEX3 = 7'b1111001; 
	    4'b0010: HEX3 = 7'b0100100; 
	    4'b0011: HEX3 = 7'b0110000; 
	    4'b0100: HEX3 = 7'b0011001; 
	    4'b0101: HEX3 = 7'b0010010; 
	    4'b0110: HEX3 = 7'b0000010; 
	    4'b0111: HEX3 = 7'b1111000; 
	    4'b1000: HEX3 = 7'b0000000; 
	    4'b1001: HEX3 = 7'b0010000; 
	   4'b1010: HEX3 = 7'b0001000;
		4'b1011: HEX3 = 7'b0000011;
		4'b1100: HEX3 = 7'b1000110;
		4'b1101: HEX3 = 7'b0100001;
		4'b1110: HEX3 = 7'b0000110;
		4'b1111: HEX3 = 7'b0001110;
	endcase 
end 
endmodule 
==> /design/flow/run.sh <==
#!/bin/bash
# OpenROAD 26Q1-2900-gdf79404cd8, Yosys 0.63+post, stock flow scripts
make -C /OpenROAD-flow-scripts/flow DESIGN_CONFIG=/design/flow/config.mk WORK_HOME=/design/flow/orfs finish
==> /design/flow/config.mk <==
export PLATFORM = sky130hd
export DESIGN_NAME = wrapper
export DESIGN_NICKNAME = wrapper
export VERILOG_FILES = /design/flow/design.v
export SDC_FILE = /design/flow/constraint.sdc
export NUM_CORES = 4
export LEC_CHECK = 1
export CORE_UTILIZATION = 30
==> /design/flow/constraint.sdc <==
current_design wrapper

set clk_period 5.2
set clk_io_pct 0.2

create_clock -name clk0 -period $clk_period [get_ports {KEY}]

set non_clock_inputs [all_inputs -no_clocks]
set_input_delay [expr $clk_period * $clk_io_pct] -clock clk0 $non_clock_inputs
set_output_delay [expr $clk_period * $clk_io_pct] -clock clk0 [all_outputs]
==> summary.txt <==
The flow completed. Final hold slack landed at 0.106 ns. The final reports fail on DRC. After its last routability iteration, the placer logged a weighted congestion of 0.777. Sorting the Yosys area breakdown by cell type puts at the top sky130_fd_sc_hd__dfxtp_1. The transition time recorded at the tightest slew-check pin is 0.521 ns.

The detail route stage leaves a number of antenna-violating nets equal to 0. Number of storage elements in the synthesis netlist landed at 32. Part of the power in combinational logic landed at between 10 and 15%. Checking hold timing, the worst path is listed with class clock port to flip-flop.

Among all flip-flop cells after synthesis, the most frequent one is sky130_fd_sc_hd__dfxtp_1. Cell count of the worst reg-to-reg path landed at 13. The last timing report of the flow puts the setup violation total at 0. Minimum setup slack after placement landed at -0.370 ns. Data arrival time of the worst path landed at between 5 and 6 ns. Per the detail_route report, the via count comes to around 2200. Clock latency at the later pin of the worst-skew pair landed at approximately 0.24 ns. STA classifies the critical path endpoint as a flip-flop. STA classifies the critical path startpoint as a primary input. Quantity of I/O buffers inserted on ports landed at 47. In this run the vertical extent of the chip is 84.0 um. Total power consumption of the routed design landed at roughly 0.0034 W.

Biggest fanout along the worst timing path landed at 3. The synthesized design devotes to its leading area cell type 31.8% of total area. The synthesized netlist was found by Yosys to have slightly below 200 cells. Number of DRC markers in iteration 0 landed at around 270.

Per-cell via count in the routed design landed at roughly 5. The count of cells in the finished layout, fillers not included, comes to between 400 and 500. Across the run, the number of max-cap violations was 0.

The smallest clock period supported by the final layout is computed as 5.08 ns. Mean instance size in the synthesized netlist landed at 10.1 sq um. In the setup report, the worst path falls into the class primary input to flip-flop. The timing report shows the most common cell along the critical path to be sky130_fd_sc_hd__fa_2.

Switching power as a share of total power landed at 32.2%. The cell area that synthesis handed to floorplanning was 2020 sq um. The script extracted a total leakage power of 1.87 nW.

For reference, the top cells by area after synthesis are sky130_fd_sc_hd__dfxtp_1 32%, sky130_fd_sc_hd__ha_1 15%, sky130_fd_sc_hd__fa_1 7.0%. For this design, the slowest cell found on the critical path is sky130_fd_sc_hd__mux4_2. At the floorplan stage, the core utilization is reported as 31.4%. Final non-filler cell area landed at between 3000 and 4000 sq um. Buffers added to address setup during post-CTS repair amount to 0.

The layout summary lists the proportion of cells stronger than drive strength 1 as ~30%. Total cell area reported by yosys after synthesis landed at 2020 sq um. The cell sequence reported for the critical path is dlygate4sd2_1 -> mux2_2 -> fa_2 -> fa_2 -> fa_2 -> fa_2 -> fa_2 -> fa_2 -> inv_1 -> fa_1 -> nor2b_2 -> clkbuf_8 -> clkbuf_8 -> mux4_2.

The number of global-route vias before repair is 2967. The worst-case max-slew headroom was logged as 65.1%. Number of diodes landed at 0.

At the worst endpoint, the required time is 5.31 ns. Before antenna repair, the detailed router went through approximately 47 iterations. The startpoint identified for the worst register-to-register timing path is wrapp.out[0].

Clock slew at the register clock pins of the worst setup and hold paths landed at 0.05 ns. The flow reports an fmax of 197 MHz. VDD sags by at most 0.000277 V. The final timing summary puts the cycle share of the worst path at 97.8%. I/O pin count landed at 49. Cell depth of the worst hold path landed at 3. Proportion of synthesized chip area in sequential cells landed at 31.8%. Max-slew violation count landed at 0. DRC violation count after routing landed at 3. After floorplanning, the die was sized to cover slightly above 7000 sq um.

The power report puts the net switching power at approximately 0.0011 W. The run finished, with violations left. The floorplan has 29 rows.

Post-synth tally of flip-flops with integrated enable landed at 0. Distinct cell type count after synthesis landed at 39. Half-perimeter wire length after detailed placement landed at 2860 um.

Count of filler cells inserted in the layout landed at 468. TritonCTS built the clock tree. Power density over the cells landed at a little under 900 nW/um^2.

Depth of the critical timing path with buffers and inverters included landed at 14. Wire length of the first global-routing pass landed at 11000 um. For this run, the total global-route usage over all layers was measured as 22.1%. In this run the standard cell core region covers 6420 sq um.

Post-route worst setup slack landed at 0.116 ns. Per STA, the startpoint of the critical path is SW[8]. The routed design shows a wire length per standard cell of 15.7 um. OpenROAD warning count landed at 129.

Wire length after detailed routing landed at 6750 um. Die width landed at 84.0 um. Per the placement report, the placed cell count is 315. Setup repair after global routing left no endpoint under its margin. Share of synthesized registers carrying an async set or reset landed at 0%. Total congestion overflow landed at 0. The power report attributes to the sequential group a share of between 10% and 20%. The area growth from synthesis to layout is 92.3%. Clock group share of total power landed at about 74%.

The Yosys step of the flow raised 14 warnings. After technology mapping, the gate count stands at 199. On the critical path the largest part of the delay comes from adder cells. Per the hold report, the tightest min-delay path originates at KEY[0]. In the power breakdown, the internal column shows approximately 0.0023 W.

Initial antenna violation count landed at 0. The final timing report lists a hold violation count of 0. Entering global routing, the biggest net connects 16 pins. In the final run the clock tree shows a worst skew of 0 ns. The longest incremental delay of any stage on the critical path is reported as 0.48 ns. Number of buffers and inverters on the critical path landed at 4. Cell area reported after detailed placement landed at 2540 sq um.
sequential cells by signal, indices dropped and copies added (netlist names):
signal           flops
wrapp.carry_out      1
wrapp.out            8
HEX3                 7
HEX2                 7
wrapp.a_ff           8
wrapp.ovr            1
power groups by stage:
stage	sequential (W)	combinational [W]	clock [W]
6_report	0.000381	0.000500	0.00254
5_1_grt	0.000387	0.000542	0.00279
4_1_cts	0.000381	0.000493	0.00267
worst register-to-register path, stage by stage, from the launching register on:
cell and delay (ns):
sky130_fd_sc_hd__dfxtp_1 0.42, sky130_fd_sc_hd__mux2_2 0.39, sky130_fd_sc_hd__fa_2 0.37, sky130_fd_sc_hd__fa_2 0.37, sky130_fd_sc_hd__fa_2 0.37, sky130_fd_sc_hd__fa_2 0.37, sky130_fd_sc_hd__fa_2 0.37, sky130_fd_sc_hd__fa_2 0.36
sky130_fd_sc_hd__inv_1 0.08, sky130_fd_sc_hd__fa_1 0.44, sky130_fd_sc_hd__nor2b_2 0.13, sky130_fd_sc_hd__clkbuf_8 0.14, sky130_fd_sc_hd__clkbuf_8 0.11, sky130_fd_sc_hd__mux4_2 0.48
logic make-up (layout without fill, tap and decap cells):
family                   Yosys count  after routing  share of synthesized area, %
multiplexers                      18             18                          11.7
flip-flops                        32             32                          31.8
buffers and inverters             36            191                          8.32
AND/OR/NAND/NOR                   38             38                          10.5
AND-OR/OR-AND                     34             34                          11.5
XOR/XNOR                          10             10                          4.35
adder cells (fa/ha/maj)           31             31                          21.8
synthesized netlist by cell type, types with 2 or more instances:
master	instances
sky130_fd_sc_hd__a21oi_1	4
sky130_fd_sc_hd__a22o_1	3
sky130_fd_sc_hd__a32o_1	3
sky130_fd_sc_hd__and2_1	7
sky130_fd_sc_hd__buf_2	5
sky130_fd_sc_hd__buf_4	7
sky130_fd_sc_hd__dfxtp_1	32
sky130_fd_sc_hd__fa_1	7
sky130_fd_sc_hd__ha_1	24
sky130_fd_sc_hd__inv_1	24
sky130_fd_sc_hd__mux2_2	2
sky130_fd_sc_hd__mux2i_1	12
sky130_fd_sc_hd__mux4_2	3
sky130_fd_sc_hd__nand2_1	7
sky130_fd_sc_hd__nand2b_1	2
sky130_fd_sc_hd__nand3_1	2
sky130_fd_sc_hd__nor2_1	8
sky130_fd_sc_hd__nor2b_1	4
sky130_fd_sc_hd__o21ai_0	11
sky130_fd_sc_hd__o22ai_1	3
sky130_fd_sc_hd__o31ai_1	2
sky130_fd_sc_hd__or3b_1	2
sky130_fd_sc_hd__xnor2_1	3
sky130_fd_sc_hd__xor2_1	7
layer usage:
metal	part of all wire, %	global-route usage [%]	wire length (um)
met4	7.4	28.1	498
met3	13	28.5	872
met2	43	21.3	2920
met5	0	6.82	0
met1	36	16.9	2460
path summary, 6_finish.rpt:
| kind | endpoint | slack [ns] |
|---|---|---|
| worst max-delay path | HEX3[3] | 0.12 |
| worst min register to register | wrapp.carry_out | 0.61 |
| worst min-delay path | HEX3[0] | 0.11 |
| worst max register to register | HEX3[3] | 0.66 |
placed cells by master, fill, tap and decap left out, types with 4 or more instances in the layout:
master	n
sky130_fd_sc_hd__a21oi_1	4
sky130_fd_sc_hd__and2_1	7
sky130_fd_sc_hd__buf_4	4
sky130_fd_sc_hd__clkbuf_1	7
sky130_fd_sc_hd__clkbuf_8	89
sky130_fd_sc_hd__clkdlybuf4s50_1	46
sky130_fd_sc_hd__clkinv_1	4
sky130_fd_sc_hd__dfxtp_1	32
sky130_fd_sc_hd__fa_2	6
sky130_fd_sc_hd__ha_1	24
sky130_fd_sc_hd__inv_1	38
sky130_fd_sc_hd__mux2i_1	12
sky130_fd_sc_hd__nand2_1	7
sky130_fd_sc_hd__nor2_1	8
sky130_fd_sc_hd__nor2b_1	4
sky130_fd_sc_hd__o21ai_0	11
sky130_fd_sc_hd__xor2_1	7
timing repair:
item | CTS | global route
setup endpoints to repair | 10 | 4
cloned | 0 | 0
pin swaps | 0 | 0
resized | 4 | 1
hold buffers | 0 | 0
area by class of cell:
type	instances	area [sq um]	share of cell area, %
Clock buffer	96	1250	32.3
Multi-Input combinational cell	131	1220	31.5
Sequential cell	32	641	16.5
Timing Repair Buffer	51	499	12.9
Clock inverter	33	125	3.23
Tap cell	77	96.3	2.49
Inverter	11	41.3	1.07
through the flow:
step	TNS, ns	util [%]
2_1_floorplan	0	-
3_3_place_gp	-1.61	39.5
3_5_place_dp	-1.88	39.5
4_1_cts	0	60.3
5_1_grt	0	60.4
6_report	0	60.4
Power and IR drop assume default switching activity.
